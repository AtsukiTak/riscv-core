**design/flow/run.sh**
```bash
#!/bin/bash
# OpenROAD 26Q1-2900-gdf79404cd8, Yosys 0.63+post, stock flow scripts
make -C /OpenROAD-flow-scripts/flow DESIGN_CONFIG=/design/flow/config.mk WORK_HOME=/design/flow/orfs finish
```
**design/flow/config.mk**
```make
export PLATFORM = sky130hd
export DESIGN_NAME = registers
export DESIGN_NICKNAME = registers
export VERILOG_FILES = /design/flow/design.v
export SDC_FILE = /design/flow/constraint.sdc
export NUM_CORES = 4
export LEC_CHECK = 1
export CORE_UTILIZATION = 50
```
**design/flow/constraint.sdc**
```tcl
current_design registers

set clk_period 9.9
set clk_io_pct 0.2

create_clock -name clk0 -period $clk_period [get_ports {clk}]

set non_clock_inputs [all_inputs -no_clocks]
set_input_delay [expr $clk_period * $clk_io_pct] -clock clk0 $non_clock_inputs
set_output_delay [expr $clk_period * $clk_io_pct] -clock clk0 [all_outputs]
```
**design/flow/design.v**
```verilog
typedef enum logic [4:0] {
  ALU_ADD,
  ALU_SUB,
  ALU_AND,
  ALU_OR,
  ALU_XOR,
  ALU_SLL,
  ALU_SLT,
  ALU_SLTU,
  ALU_SRL,
  ALU_SRA
} alu_op_e;
typedef enum logic {
  ALU_SRC_RD2,
  ALU_SRC_IMM
} alu_src_e;
typedef enum logic {
  REG_WD_SRC_ALU,
  REG_WD_SRC_MEM
} reg_wd_src_e;
module registers(
  input logic clk,
  input logic rst_n,
  input logic [4:0] a1,
  output logic [31:0] rd1,
  input logic [4:0] a2,
  output logic [31:0] rd2,
  input logic [4:0] a3,
  input logic we3,
  input logic [31:0] wd3,
  output wire [31:0] reg4
);
  logic [31:0] regs [31:0];
  always_ff @(posedge clk or negedge rst_n) begin
    if (!rst_n) begin
      for (int i = 0; i < 32; i++) begin
        regs[i] <= 32'h0;
      end
    end else if (we3) begin
      regs[a3] <= wd3;
    end
  end
  assign rd1 = a1 == 0 ? 0 : regs[a1];
  assign rd2 = a2 == 0 ? 0 : regs[a2];
  assign reg4 = regs[4];
endmodule
```
==> flow_summary.yaml <==
# yosys + openroad results
outcome:
  status: "complete, no violations"
power:
  p_int_uw: 8290
  pwr-share-clk: 0.372
  power.leakage_uw: 0.02442
  switching_share: 0.2823
  power_density_nw_per_um2: 204.3
  vdd_drop_max_uv: 194.4
  p_seq_frac: 0.488
  power_switching_uw: 3261
  comb_power_share: 0.140
yosys:
  xor_share: 0
  ys.flops: 992
  netlist_instances: 4182
  async_reset_ff_frac: 1.000
  top_cell: "dfrtp_1"
  simple_gate_share: 0.06560
  synth_cell_types: 59
  synth.cellmix.compoundShare: 0.1617
  edf_count: 0
  top_cell_area_share: 0.5035
  synth_warnings: 2
  area_leaders: "dfrtp_1 (50%), mux2_2 (22%), a22oi_1 (12%), buf_2 (2.0%), a21oi_1 (1.6%)"
  netlist_area_um2: 49300
  fa_ha_area_frac: 0
  flop_cell: "dfrtp_1"
  logic_family: "multiplexers"
  mux_share: 0.2308
  yosysChipArea_um2: 49300
  syn_avg_cell_area_um2: 11.79
  common_cells: "dfrtp_1 (992), mux2_2 (977), a22oi_1 (781)"
  postSynthSeqShare: 0.5035
  top_area_cell: "dfrtp_1"
  ys_cells: 4182
cells_and_area:
  top_register: "regs"
  largest_registers: "regs (992)"
  drive_above_1_share: 0.3426
  largest_reg_flops: 992
  syn2layout_area_growth_pct: 14.67
  stdcell_count: 5599
routing:
  wl_um: 247000
  routedWlPerCell_um: 44.11
  routed-via-count: 43040
  dr_wl_met3_um: 41700
  ant_nets: 0
  drt-met1-wl_um: 85380
  drt_iter0_drc: 5539
  wl_met2_um: 97870
  top_layer_used: "met5"
  drc_errors: 0
  viasPerCell: 7.688
  firstDrtPassIters: 9
timing:
  tightestPinTransition_ns: 1.137
  finalSetupViolations: 0
  finalHoldViolCount: 0
  fin_skew_ns: 0
  layout_min_cycle_time_ns: 8.609
  finalSetupTns_ns: 0
  fmax_mhz: 116.2
  slew_violations: 0
  maxSlewHeadroom: 0.2222
  finalClockPeriodUsage: 0.8696
  rsz0062_at_grt: "no"
placed_design:
  port_buffers: 145
  dp.cells: 5399
  globalplace.congestion: 1.063
  dp_hpwl_um: 146700
clocking:
  hold_buffers: 0
  clock_latency_ns: 0.69
  cts.repair.resized: 0
  path_clk_slew_ns: 0.06
  cts_max_path_buffers: 3
  cts_tree: "yes"
  post_cts_buffers: 0
  cts-root-buf: "clkbuf_16"
  h-tree-depth: 3
  numCtsBuffers: 105
  clkSinkCount: 992
setup_path:
  worst_r2r_path_depth: 1
  path_depth: 9
  required_ns: 7.92
  path_delay_family: "buffers and inverters"
  path_buffers: 3
  crit_arrival_ns: 6.63
  cpMaxStageDelayCell: "a2111oi_0"
  r2r-end: "regs[4][12]"
  path_cells: "clkdlybuf4s50_1, nand2_1, nor2_4, buf_4, a22oi_1, nand4_1, a2111oi_0, a21oi_1, clkdlybuf4s50_1"
  critPathLaunchType: "input port"
  rr_startpoint: "regs[4][12]"
  crit_path_end_kind: "primary output"
  cpPeakStageDelay_ns: 1.02
  critPathKind: "in2out"
  crit_fanout: 13
  reg2reg_slack_ns: 8.92
  crit_top_cell: "clkdlybuf4s50_1"
floorplanning:
  initCoreUtil: 0.5076
  die_w_um: 316.0
  die-area_um2: 99870
  die_height_um: 316.0
  row_count: 114
  core_area_um2: 97140
  io_pins: 146
grt:
  antenna_found_initial: 14
  globalRouteTotalUtil: 0.5207
  grt_pass1_vias: 41800
  grt_pass1_wl_um: 338900
  gr-total-overflow: 0
  grt_max_degree: 122
run:
  warning_count: 37
  drv_cap: 0
hold_path:
  hold_depth: 1
  hold_path.class: "reg2reg"
  holdPathEnd: "regs[13][30]"
  min-delay-start: "regs[13][30]"
[how the worst max path moves through the flow]
| stage | start | end | slack (ns) |
|---|---|---|---|
| after CTS | a1[1] | rd1[29] | 1.56 |
| after global routing | a1[1] | rd1[12] | 1.39 |
| final | a1[1] | rd1[29] | 1.29 |
[kinds of logic after synthesis]
logic type | count (synthesis)
flip-flops | 992
multiplexers | 1010
AND-OR/OR-AND | 1097
buffers and inverters | 427
AND/OR/NAND/NOR | 656
[area by class of cell]
type,instances,area (um2)
timing repair buffer,363,3178
tap,1276,1597
sequential,992,24820
antenna,9,22.52
clock inverter,40,599.3
clock buffer,151,3126
fill,7964,40600
inverter,5,18.77
multi-input combinational,2763,23170
[through the flow]
step,hold WS (ns),cell area (um2),power [uW],setup slack (ns),utilization
global placement,0.5076,52790,7210,1.582,0.5434
detailed placement,0.5065,52790,7232,1.546,0.5434
finish,0.5220,56530,11550,1.291,0.5820
floorplan,0.4801,49300,6323,4.580,-
global route,0.5391,56510,11900,1.389,0.5818
CTS,0.5198,56510,11500,1.563,0.5818
[power groups by stage]
stage	clock (uW)	combinational [uW]	sequential, uW
4_1_cts	4320	1580	5600
5_1_grt	4470	1710	5710
6_report	4300	1610	5640
[routing by layer]
layer	vias to the layer above	global-route usage
met3	1369	0.3139
met5	-	0.003788
met4	20	0.3229
li1	16180	-
met1	21490	0.6701
met2	3995	0.6764
[placed cells by master (no fill, tap or decap), types with 12 or more instances in the layout]
cell and n:
nor2_4 66, a31oi_1 24, a22oi_1 781, mux2_2 977, a221oi_1 24, nand4_1 107
a222oi_1 42, o21ai_0 12, nor4_1 18, bufinv_16 15, mux2i_1 15, clkinv_2 17
nand2_1 174, clkbuf_1 18, nand3_1 63, nor2_1 72, mux2_1 16, clkbuf_8 24
nor3_1 62, a21oi_1 159, buf_4 212, clkbuf_16 109, dfrtp_1 992, a22o_1 15
nand2_2 13, clkdlybuf4s50_1 140
No activity file was given, so power comes from the tool's default toggle rates.
