===== flow/run.sh =====
#!/bin/bash
# OpenROAD 26Q1-2900-gdf79404cd8, Yosys 0.63+post, stock flow scripts
make -C /OpenROAD-flow-scripts/flow DESIGN_CONFIG=/design/flow/config.mk WORK_HOME=/design/flow/orfs finish

===== flow/config.mk =====
export PLATFORM = sky130hd
export DESIGN_NAME = csr
export DESIGN_NICKNAME = csr
export VERILOG_FILES = /design/flow/design.v
export SDC_FILE = /design/flow/constraint.sdc
export NUM_CORES = 4
export LEC_CHECK = 1
export CORE_UTILIZATION = 50

===== flow/constraint.sdc =====
current_design csr

set clk_period 12.1
set clk_io_pct 0.2

create_clock -name clk0 -period $clk_period [get_ports {clk}]

set non_clock_inputs [all_inputs -no_clocks]
set_input_delay [expr $clk_period * $clk_io_pct] -clock clk0 $non_clock_inputs
set_output_delay [expr $clk_period * $clk_io_pct] -clock clk0 [all_outputs]

===== flow/design.v =====
typedef enum logic [4:0] {
  ALU_ADD,
  ALU_SUB,
  ALU_AND,
  ALU_OR,
  ALU_XOR,
  ALU_SLL,
  ALU_SLT,
  ALU_SLTU,
  ALU_SRL,
  ALU_SRA
} alu_op_e;
typedef enum logic {
  ALU_SRC_RD2,
  ALU_SRC_IMM
} alu_src_e;
typedef enum logic {
  REG_WD_SRC_ALU,
  REG_WD_SRC_MEM
} reg_wd_src_e;
module csr(
  input wire clk,
  input logic [11:0] csr_addr1,
  input logic [11:0] csr_addr2,
  input logic [11:0] csr_addr3,
  input logic csr_we1,
  input logic csr_we2,
  input logic csr_we3,
  input logic [31:0] csr_wd1,
  input logic [31:0] csr_wd2,
  input logic [31:0] csr_wd3,
  output logic [31:0] csr_rd1,
  output logic [31:0] csr_rd2,
  output logic [31:0] csr_rd3
);
  logic [31:0] csr [0:4];
  always_ff @(posedge clk) begin
    if (csr_we1) begin
      csr[csr_addr1] <= csr_wd1;
    end
    if (csr_we2) begin
      csr[csr_addr2] <= csr_wd2;
    end
    if (csr_we3) begin
      csr[csr_addr3] <= csr_wd3;
    end
  end
  assign csr_rd1 = csr[csr_addr1];
  assign csr_rd2 = csr[csr_addr2];
  assign csr_rd3 = csr[csr_addr3];
endmodule

==> notes.md <==
The synthesis and place-and-route flow finished, so here is a summary.

The number of buffers created by CTS is 17. Wires add up to 34800 um. The placement-stage worst setup slack came out at 4920 ps. The max-slew violation count came out at 0.

The via count of the first global-routing pass is 8742. The count of vias placed by the detailed router came out at 8596. The routed via count divided by cell count came out at 6.00. The tally of OpenROAD warnings is 53. Once routing completed, OpenROAD measured the worst setup slack at 4970 ps.

The count of different cell masters after synthesis came out at 28. The horizontal die size came out at 157 um. According to the timing report, the data required time at the worst endpoint equals 9680 ps. The transition time of the tightest slew-check pin came out at 861 ps. The register with the most flip-flops in the final layout is csr. The mapped netlist covers 12000 um^2. The placement-stage cell area is 13900 um^2. The detailed-placement wirelength estimate is 19600 um. The routed wirelength normalized by instance count is 24.3 um. After routing the design area is 14500 um^2. The flow ran to the end, and the final reports show no timing, DRC or antenna violations. edfxtp_1 takes more of the synthesized area than any other cell. The areal power density over the cells came out at 113 nW/um^2. The post-synthesis instance total is 944. The number of gates resized after CTS is 0. The part of the Yosys area used for sequential elements is 40.2%. The cell type of the slowest stage on the worst timing path is buf_4.

The fraction of layout instances using a drive strength above 1 came out at 24.0%. The reported leakage power came out at 4.75 nW. The most common cell after layout, fill and taps aside is clkdlybuf4s50_1. The average footprint of a synthesized cell came out at 12.7 um^2. The die area came out at 24600 um^2.

The warning tally printed by Yosys for this design is 1. The most critical min-delay path falls under input pin to flop. The largest registers in the layout are csr x160. The top achievable clock speed came out at 140 MHz. Per the CTS log, the maximum H-tree level is 4. The area added between synthesis and finish came out at 21.1%. After detailed placement, the design holds a cell count of 1400.

The final instance count without filler cells is 1433. The total cell area reported by yosys after synthesis came out at 12000 um^2. The highest net fanout along the worst path came out at 27. The worst-case headroom to the max-slew limit came out at 42.6%.

The main area contributors are edfxtp_1 40%, mux4_2 18%, mux2i_1 13%, mux2_2 9.0%, o21ai_1 5.0%. The peak ir drop on the vdd network came out at 68.3 uV. The final period demand of the worst path came out at 7130 ps. The final hold violation count recorded for this run is 0.

STA classifies the critical path endpoint as an output pin. The maximum clock path buffer count came out at 2. The remaining global-route overflow is 0. The number of optimization iterations in the first detailed-route pass came out at 5. In the routed design, unresolved DRC markers number 0.

The count of final setup violators is 0. The smallest hold slack is 2770 ps. The max-cap violation count is 0. The count of buffers added by post-CTS timing repair for setup is 0. Total global-route track usage over all layers is 31.9%. After clock tree synthesis, the clock-pin slew on the worst setup and hold paths is 70 ps.

The post-layout utilization of the core is 61.7%. The floorplan report gives the top-level pin count as 232. The setup TNS after final layout came out at 0 ps. The count of state elements after synthesis is 160. The critical path is of the input pin to output pin type. The initial antenna violation count came out at 1. OpenROAD reports that the post-layout worst path occupies 59.0% of the period. According to the timing report, the arrival time at the worst endpoint equals 4710 ps. Entering global routing, the biggest net connects 65 pins. The critical path goes through buf_2, buf_4, mux4_2, mux2_2, clkdlybuf4s50_1.

The proportion of netlist area held by the largest area contributor came out at 40.2%. The number of port buffers came out at 204. The synthesized netlist was found by Yosys to have 944 cells. Per STA, the highest per-stage delay on the worst path measures 600 ps. The core box area came out at 23500 um^2. In this run the vertical extent of the chip is 157 um. The report puts the hold buffer count at CTS at 0.

Setup repair after global routing left no endpoint under its margin. TritonCTS built the clock tree. The first global-routing pass estimated 51800 um of wire. The cell chosen for the clock root is clkbuf_16. The initialized floorplan defines 56 standard-cell rows. The count of nets left with antenna violations after detail routing is 0.

The top cell types in the final layout, fill and taps aside, are 195 x clkdlybuf4s50_1, 160 x mux2i_1, 160 x edfxtp_1. The number of design-rule violations left by the first detailed-router iteration came out at 468. The fraction of the core area occupied by cells at floorplan is 51.0%. The placer congestion estimate is 0.819. The type of element launching the critical path is an input pin.

The clock net in this run drives a total of 160 sinks. The total design power is 1.64 mW. The flip-flop count of the largest register after layout is 160.
-- final timing paths --
path / from / end / slack, ps / cells after the start
min: csr_wd3[18] / csr[1][18]$_DFFE_PP_ / 2770 / 3
max: csr_addr2[0] / csr_rd2[22] / 4970 / 5
-- where the power goes --
group          switching [mW]  leakage, nW  internal, mW  total [mW]
combinational           0.154         2.98         0.233       0.387
clock                   0.239        0.291         0.311       0.550
sequential             0.0277         1.48         0.671       0.698
total                   0.420         4.75          1.21        1.64
-- cells by family after synthesis --
family                 after synthesis  synth area share (%)
DFF                                160                  40.2
buffers and inverters               92                  5.75
muxes                              352                  40.6
AOI/OAI and AO/OA                  164                  6.98
and+or+nand+nor                    176                  6.56
-- final cells by class --
type	count	area [um^2]
multi-input cells	692	6500
clock buffers	17	425
inverters	1	3.75
clock inverters	15	173
diodes	1	2.50
repair buffers	228	2180
well taps	319	399
flip-flops and latches	160	4800
fillers	1834	8980
-- critical path, delay by kind of cell --
family / cells / cell delay [ps]
buffers and inverters: 3 / 1390
multiplexers: 2 / 880
-- Yosys cell counts --
cell and instances:
mux2_2 96, buf_8 6, clkbuf_1 21, nor2b_1 1
buf_6 17, nor4b_4 1, and4bb_2 4, a21oi_1 32
o21ai_0 10, buf_1 3, nand4b_1 2, nor2_1 34
nand2_1 129, buf_4 7, nor4bb_4 2, inv_1 1
mux2i_1 160, mux4_2 94, o21ai_1 119, a211o_1 1
buf_12 5, buf_2 30, edfxtp_1 160, mux4_1 2
clkbuf_2 2, a311o_1 2, nor4b_2 1, nand3_1 2
-- layer usage --
layer | GRT usage, % | share of wire (%)
met1 | 44.2 | 38
met5 | 0 | 0
met4 | 4.39 | 1.7
met2 | 51.4 | 50
met3 | 13.0 | 11
Power and IR drop assume default switching activity.
