==> flow/design.v <==
typedef enum logic [4:0] {
  ALU_ADD,
  ALU_SUB,
  ALU_AND,
  ALU_OR,
  ALU_XOR,
  ALU_SLL,
  ALU_SLT,
  ALU_SLTU,
  ALU_SRL,
  ALU_SRA
} alu_op_e;
typedef enum logic {
  ALU_SRC_RD2,
  ALU_SRC_IMM
} alu_src_e;
typedef enum logic {
  REG_WD_SRC_ALU,
  REG_WD_SRC_MEM
} reg_wd_src_e;
module pc #(
  parameter int PC_INIT = 32'h8000_0000
) (
  input logic clk,
  input logic rst_n,
  input logic [31:0] pc_next,
  output logic [31:0] pc
);
  always_ff @(posedge clk or negedge rst_n)
  begin
    if (!rst_n)
      pc <= PC_INIT;
    else
      pc <= pc_next;
  end
endmodule
module fetch_stage #(
  parameter int PC_INIT = 32'h8000_0000
) (
  input wire clk,
  input wire rst_n,
  input wire pc_next,
  input wire [31:0] mem_rd,
  output wire [31:0] mem_addr,
  output logic [31:0] pc_prev,
  output logic [31:0] instr_prev
);
  logic [31:0] expected_pc_next;
  always_ff @(posedge clk or negedge rst_n)
  begin
    if (!rst_n) begin
      mem_addr <= PC_INIT;
      pc_prev <= PC_INIT;
      instr_prev <= 32'h0;
      expected_pc_next <= PC_INIT + 4;
    end else begin
      pc_prev <= mem_addr;
      mem_addr <= pc_next;
      instr_prev <= mem_rd;
    end
  end
endmodule
==> flow/run.sh <==
#!/bin/bash
# OpenROAD 26Q1-2900-gdf79404cd8, Yosys 0.63+post, stock flow scripts
make -C /OpenROAD-flow-scripts/flow DESIGN_CONFIG=/design/flow/config.mk WORK_HOME=/design/flow/orfs finish
==> flow/config.mk <==
export PLATFORM = sky130hd
export DESIGN_NAME = fetch_stage
export DESIGN_NICKNAME = fetch_stage
export VERILOG_FILES = /design/flow/design.v
export SDC_FILE = /design/flow/constraint.sdc
export NUM_CORES = 4
export LEC_CHECK = 1
export CORE_AREA = 10 10 84 84
export DIE_AREA = 0 0 94 94
==> flow/constraint.sdc <==
current_design fetch_stage

set clk_period 1.3
set clk_io_pct 0.2

create_clock -name clk0 -period $clk_period [get_ports {clk}]

set non_clock_inputs [all_inputs -no_clocks]
set_input_delay [expr $clk_period * $clk_io_pct] -clock clk0 $non_clock_inputs
set_output_delay [expr $clk_period * $clk_io_pct] -clock clk0 [all_outputs]
==> Slide: Implementation Results <==
Run Summary

Power and ir drop
  – Power per unit of standard cell area: 1073 mW/mm^2
  – Switching power total: 0.4450 mW
  – Flop pwr share: 55.4%
  – Combinational power share: 9.6%
  – Portion of total power attributed to the clock network: 35.0%
  – Max IR drop VDD: 0.0004146 V
  – Total internal power: 1.699 mW
  – Net switching fraction of the power: 20.75%
  – Static Leak: 1.002 nW

Critical path
  – Critical path depth: 1
  – Crit path buf inv count: 1
  – Slowest stage delay, CP: 520 ps
  – Startpoint of the most critical register-to-register path: mem_addr[31]
  – Worst Path Max Fanout: 1
  – Worst path arrival time: 990 ps
  – Setup crit end kind: output pin
  – Family with the most delay on the worst path: flip-flops
  – Required time reported for the critical path endpoint: 1040 ps
  – Category of the critical setup timing path: flop to output pin
  – Slowest-stage cell, CP: sky130_fd_sc_hd__dfstp_2
  – Series of cell instances along the critical path: dlygate4sd2_1
  – Register-to-register setup slack: 720 ps
  – Capture point of the worst reg-to-reg path: pc_prev[31]
  – R2R cell count: 0
  – Critical Path Source Type: flop

Synth
  – Most frequent cells after synthesis: sky130_fd_sc_hd__buf_4 (60), sky130_fd_sc_hd__dfrtp_1 (34), sky130_fd_sc_hd__dfstp_2 (2)
  – Post-synthesis chip area from yosys: 0.001358 sq mm
  – Count of yosys warnings during synthesis: 3
  – Prevailing post-synth register cell: sky130_fd_sc_hd__dfrtp_1
  – Post-synth ARST share: 100.0%
  – Gate count of the mapped netlist: 97
  – Netlist Area Pre-Place: 0.001358 sq mm
  – Yosys cell count: 97
  – Post-synth EDFFs: 0
  – Cell with the most instances after synthesis: sky130_fd_sc_hd__buf_4
  – Synth Seq Share: 66.54%
  – Mean post-synth cell area: 14.00 sq um
  – Number of storage elements in the synthesis netlist: 36
  – Top cells by area: sky130_fd_sc_hd__dfrtp_1 (63%), sky130_fd_sc_hd__buf_4 (33%), sky130_fd_sc_hd__dfstp_2 (3.9%)
  – Area share of the leading cell type in the synthesized netlist: 62.67%
  – Synth cell types: 4
  – Synth area leader: sky130_fd_sc_hd__dfrtp_1

STA
  – Final hold violations: 0
  – Final number of max-transition violations: 0
  – Fin Hold WS: 365.7 ps
  – Setup-violating endpoint count in the final report: 0
  – Clock skew: 0.2512 ps
  – Crit share post-route: 96.02%
  – Max Freq: 801.1 MHz
  – Setup TNS after final layout: 0 ps
  – Worst setup margin: 51.68 ps
  – RSZ-0062 raised after global routing: false
  – Relative slew slack: 56.82%
  – Slew of the pin with the lowest slew margin: 645.6 ps
  – Shortest period the worst path allows: 1248 ps

Job
  – Total number of warnings across the stage logs: 25
  – Number of max-cap violations: 0

Global routing
  – Maximum number of pins on one net before global-route repair: 20
  – Via count of the first global-routing pass: 809
  – Initial antenna violation count: 0
  – First-pass GRT wire length: 4602 um
  – Gr usage total: 6.749%
  – GR Overflow Total: 0

CTS
  – Clk buf depth: 2
  – Buffer count from post-CTS setup fixing: 0
  – Number of CTS-inserted buffers: 5
  – Worst-Skew Late Latency: 280 ps
  – H-Tree Level Count: 2
  – Clock-pin transition on the worst setup and hold timing paths: 70 ps
  – Clock Tree Root: sky130_fd_sc_hd__clkbuf_8
  – Number of sinks handled by clock tree synthesis: 36
  – TritonCTS clock tree: done

Hold path
  – Class of the most critical hold timing path: flop to flop
  – End of the worst hold path: pc_prev[31]
  – Launch instance of the worst min-delay path: mem_addr[31]
  – Number of instances on the worst hold path: 0

Route
  – First-pass iteration count of the detailed router: 3
  – Wire length per cell: 13.16 um
  – First-iteration detailed-routing DRC count: 12
  – Routed met2 length: 1436 um
  – Via count of the routed design: 727
  – Routed length on met1: 1303 um
  – Total inserted antenna cells: 0
  – Uppermost layer routed: met4
  – Post-DRT Antenna Nets: 0
  – Aggregate routed wire length: 3263 um
  – Average via count per standard cell: 2.931
  – Residual DRC count: 0
  – Met3 layer wire length in the routed design: 464 um

Layout
  – Area added between synthesis and finish: 47.28%
  – Layout Utilization: 38.41%
  – Filler cell count: 492
  – Layout cell share with drive strength beyond 1: 6.742%
  – Final std cell area, no fill: 0.001999 sq mm

Die
  – Die W: 94 um
  – Share of the core filled by cells before placement: 26.08%
  – Die footprint: 0.008836 sq mm
  – Boundary Pins: 131
  – Core outline area: 0.005205 sq mm
  – Placement Rows: 26
  – DIE HEIGHT: 94 um

Placed design
  – GP Congestion: 0.7429
  – Count of buffers from port buffering: 70
  – Setup WS pre-CTS: 63.18 ps
  – Cell area after placement: 0.001936 sq mm
  – Hpwl dp: 2817 um

Outcome
  – Result of the run: completed
==> power by group through the flow <==
stage         Sequential (mW)  Clock (mW)  Combinational (mW)
finish                   1.19       0.751               0.205
global route             1.19       0.849               0.238
CTS                      1.19       0.788               0.219
==> cell type report <==
| class | instances | area, sq um | share of cell area [%] |
|---|---|---|---|
| Clock buffer | 5 | 68.82 | 3.442 |
| Clock inverter | 3 | 18.77 | 0.9387 |
| Multi-Input combinational cell | 61 | 229.0 | 11.45 |
| Sequential cell | 36 | 903.4 | 45.18 |
| Tap cell | 70 | 87.58 | 4.380 |
| Timing Repair Buffer | 73 | 691.9 | 34.61 |
==> flip-flops by register name, indices dropped and copies added (netlist names) <==
name,cells
instr_prev,32
mem_addr,2
pc_prev,2
==> cells in the final DEF (no fill, tap or decap) <==
master                            Yosys  routed
sky130_fd_sc_hd__dlygate4sd2_1        0      35
sky130_fd_sc_hd__clkbuf_8             0       5
sky130_fd_sc_hd__buf_2                0       1
sky130_fd_sc_hd__clkinv_4             0       1
sky130_fd_sc_hd__clkdlybuf4s50_1      0      33
sky130_fd_sc_hd__clkinv_2             0       2
sky130_fd_sc_hd__dfstp_2              2       2
sky130_fd_sc_hd__conb_1               1      61
sky130_fd_sc_hd__buf_12               0       1
sky130_fd_sc_hd__dlygate4sd3_1        0       2
sky130_fd_sc_hd__dfrtp_1             34      34
sky130_fd_sc_hd__clkdlybuf4s15_1      0       1
==> per-layer routing <==
| layer | track usage, % | vias up |
|---|---|---|
| met3 | 4.120 | 5 |
| met5 | 0 | - |
| met1 | 8.225 | 316 |
| met2 | 10.20 | 78 |
| li1 | - | 328 |
| met4 | 1.139 | 0 |
==> through the flow <==
step	power [mW]	instances
after global routing	2.279	248
final	2.145	248
after CTS	2.195	248
after floorplan	1.327	157
after global placement	1.465	238
after detailed placement	1.463	238
==> timing repair <==
action / 4_1_cts / 5_1_grt
endpoints found under the hold margin: 15 / 0
setup endpoints to repair: 36 / 1
hold buffers: 2 / 0
gates resized: 36 / 1
==> how the worst max path moves through the flow <==
stage           startpoint      endpoint  slack [ps]
CTS           mem_addr[31]  mem_addr[31]          10
finish         pc_prev[31]   pc_prev[31]          50
global route   pc_prev[31]   pc_prev[31]           8
==> kinds of logic (layout without fill, tap and decap cells) <==
group / after synthesis / after routing / synth area share [%]
buffers and inverters: 60 / 81 / 33.18
DFF: 36 / 36 / 66.54
other: 1 / 61 / 0.2762
No activity file was given, so power comes from the tool's default toggle rates.
